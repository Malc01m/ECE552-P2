<file path="config.mk">
export PLATFORM = sky130hd
export DESIGN_NAME = branchUnit
export DESIGN_NICKNAME = branchUnit
export VERILOG_FILES = /design/flow/design.v
export SDC_FILE = /design/flow/constraint.sdc
export NUM_CORES = 4
export LEC_CHECK = 1
export CORE_AREA = 10 10 88 88
export DIE_AREA = 0 0 98 98
</file>
<file path="constraint.sdc">
current_design branchUnit

set clk_period 10.3
set clk_io_pct 0.2

create_clock -name clk0 -period $clk_period

set non_clock_inputs [all_inputs -no_clocks]
set_input_delay [expr $clk_period * $clk_io_pct] -clock clk0 $non_clock_inputs
set_output_delay [expr $clk_period * $clk_io_pct] -clock clk0 [all_outputs]
</file>
<file path="run.sh">
#!/bin/bash
# OpenROAD 26Q1-2900-gdf79404cd8, Yosys 0.63+post, stock flow scripts
make -C /OpenROAD-flow-scripts/flow DESIGN_CONFIG=/design/flow/config.mk WORK_HOME=/design/flow/orfs finish
</file>
<file path="design.v">
module full_adder1bit (A, B, Cin, Sum, Cout);
  input wire A, B, Cin;
  output wire Sum, Cout;
  assign Sum = A ^ B ^ Cin;
  assign Cout = (A & B) |  (Cin & (A^B));
endmodule
module addsub_16bit (A, B, sub, Sum, Ovfl);
    input [15:0] A, B;  
    input sub;  
    output [15:0] Sum;  
    output Ovfl;  
    wire [15:0] carry_out_intermediate;  
    wire [15:0] B_mod;  
    wire Cin;  
    wire [15:0] extended_sub;
    wire [15:0] iSum, addSum, subSum;
    wire addOverflow, subOverflow, aPosOverflow, sPosOverflow;
    assign extended_sub =  {16{sub}};
    assign B_mod = B ^ extended_sub;
    assign Cin = sub;
    wire [15:0] P, G;
    assign P = A | B_mod;
    assign G = A & B_mod;
    assign carry_out_intermediate[0] = G[0] | (P[0] & Cin); 
    assign carry_out_intermediate[1] = G[1] | P[1] & (G[0] | (P[0] & Cin)); 
    assign carry_out_intermediate[2] = G[2] | P[2] & (G[1] | P[1] & (G[0] | (P[0] & Cin))); 
    assign carry_out_intermediate[3] = G[3] | P[3] & (G[2] | P[2] & (G[1] | P[1] & (G[0] | (P[0] & Cin))));
    assign carry_out_intermediate[4] = G[4] | P[4] & (G[3] | P[3] & (G[2] | P[2] & (G[1] | P[1] & (G[0] | (P[0] & Cin)))));
    assign carry_out_intermediate[5] = G[5] | P[5] & (G[4] | P[4] & (G[3] | P[3] & (G[2] | P[2] & (G[1] | P[1] & (G[0] | (P[0] & Cin))))));
    assign carry_out_intermediate[6] = G[6] | P[6] & (G[5] | P[5] & (G[4] | P[4] & (G[3] | P[3] & (G[2] | P[2] & (G[1] | P[1] & (G[0] | (P[0] & Cin)))))));
    assign carry_out_intermediate[7] = G[7] | P[7] & (G[6] | P[6] & (G[5] | P[5] & (G[4] | P[4] & (G[3] | P[3] & (G[2] | P[2] & (G[1] | P[1] & (G[0] | (P[0] & Cin))))))));
    assign carry_out_intermediate[8] = G[8] | P[8] & (G[7] | P[7] & (G[6] | P[6] & (G[5] | P[5] & (G[4] | P[4] & (G[3] | P[3] & (G[2] | P[2] & (G[1] | P[1] & (G[0] | (P[0] & Cin)))))))));
    assign carry_out_intermediate[9] = G[9] | P[9] & (G[8] | P[8] & (G[7] | P[7] & (G[6] | P[6] & (G[5] | P[5] & (G[4] | P[4] & (G[3] | P[3] & (G[2] | P[2] & (G[1] | P[1] & (G[0] | (P[0] & Cin))))))))));
    assign carry_out_intermediate[10] = G[10] | P[10] & (G[9] | P[9] & (G[8] | P[8] & (G[7] | P[7] & (G[6] | P[6] & (G[5] | P[5] & (G[4] | P[4] & (G[3] | P[3] & (G[2] | P[2] & (G[1] | P[1] & (G[0] | (P[0] & Cin)))))))))));
    assign carry_out_intermediate[11] = G[11] | P[11] & (G[10] | P[10] & (G[9] | P[9] & (G[8] | P[8] & (G[7] | P[7] & (G[6] | P[6] & (G[5] | P[5] & (G[4] | P[4] & (G[3] | P[3] & (G[2] | P[2] & (G[1] | P[1] & (G[0] | (P[0] & Cin))))))))))));
    assign carry_out_intermediate[12] = G[12] | P[12] & (G[11] | P[11] & (G[10] | P[10] & (G[9] | P[9] & (G[8] | P[8] & (G[7] | P[7] & (G[6] | P[6] & (G[5] | P[5] & (G[4] | P[4] & (G[3] | P[3] & (G[2] | P[2] & (G[1] | P[1] & (G[0] | (P[0] & Cin)))))))))))));
    assign carry_out_intermediate[13] = G[13] | P[13] & (G[12] | P[12] & (G[11] | P[11] & (G[10] | P[10] & (G[9] | P[9] & (G[8] | P[8] & (G[7] | P[7] & (G[6] | P[6] & (G[5] | P[5] & (G[4] | P[4] & (G[3] | P[3] & (G[2] | P[2] & (G[1] | P[1] & (G[0] | (P[0] & Cin))))))))))))));
    assign carry_out_intermediate[14] = G[14] | P[14] & (G[13] | P[13] & (G[12] | P[12] & (G[11] | P[11] & (G[10] | P[10] & (G[9] | P[9] & (G[8] | P[8] & (G[7] | P[7] & (G[6] | P[6] & (G[5] | P[5] & (G[4] | P[4] & (G[3] | P[3] & (G[2] | P[2] & (G[1] | P[1] & (G[0] | (P[0] & Cin)))))))))))))));
    assign carry_out_intermediate[15] = G[15] | P[15] & (G[14] | P[14] & (G[13] | P[13] & (G[12] | P[12] & (G[11] | P[11] & (G[10] | P[10] & (G[9] | P[9] & (G[8] | P[8] & (G[7] | P[7] & (G[6] | P[6] & (G[5] | P[5] & (G[4] | P[4] & (G[3] | P[3] & (G[2] | P[2] & (G[1] | P[1] & (G[0] | (P[0] & Cin))))))))))))))));
    full_adder1bit fa0 (.A(A[0]), .B(B_mod[0]), .Cin(Cin), .Sum(iSum[0]));
    full_adder1bit fa1 (.A(A[1]), .B(B_mod[1]), .Cin(carry_out_intermediate[0]), .Sum(iSum[1]));
    full_adder1bit fa2 (.A(A[2]), .B(B_mod[2]), .Cin(carry_out_intermediate[1]), .Sum(iSum[2]));
    full_adder1bit fa3 (.A(A[3]), .B(B_mod[3]), .Cin(carry_out_intermediate[2]), .Sum(iSum[3]));
    full_adder1bit fa4 (.A(A[4]), .B(B_mod[4]), .Cin(carry_out_intermediate[3]), .Sum(iSum[4]));
    full_adder1bit fa5 (.A(A[5]), .B(B_mod[5]), .Cin(carry_out_intermediate[4]), .Sum(iSum[5]));
    full_adder1bit fa6 (.A(A[6]), .B(B_mod[6]), .Cin(carry_out_intermediate[5]), .Sum(iSum[6]));
    full_adder1bit fa7 (.A(A[7]), .B(B_mod[7]), .Cin(carry_out_intermediate[6]), .Sum(iSum[7]));
    full_adder1bit fa8 (.A(A[8]), .B(B_mod[8]), .Cin(carry_out_intermediate[7]), .Sum(iSum[8]));
    full_adder1bit fa9 (.A(A[9]), .B(B_mod[9]), .Cin(carry_out_intermediate[8]), .Sum(iSum[9]));
    full_adder1bit fa10 (.A(A[10]), .B(B_mod[10]), .Cin(carry_out_intermediate[9]), .Sum(iSum[10]));
    full_adder1bit fa11 (.A(A[11]), .B(B_mod[11]), .Cin(carry_out_intermediate[10]), .Sum(iSum[11]));
    full_adder1bit fa12 (.A(A[12]), .B(B_mod[12]), .Cin(carry_out_intermediate[11]), .Sum(iSum[12]));
    full_adder1bit fa13 (.A(A[13]), .B(B_mod[13]), .Cin(carry_out_intermediate[12]), .Sum(iSum[13]));
    full_adder1bit fa14 (.A(A[14]), .B(B_mod[14]), .Cin(carry_out_intermediate[13]), .Sum(iSum[14]));
    full_adder1bit fa15 (.A(A[15]), .B(B_mod[15]), .Cin(carry_out_intermediate[14]), .Sum(iSum[15]));
    assign Ovfl = carry_out_intermediate[15] ^ carry_out_intermediate[14];
    assign aPosOverflow = (A[15] == 0 & B[15] == 0 & iSum[15] == 1) ? 1 : 0;
    assign sPosOverflow = (A[15] == 1 & B[15] == 0 & iSum[15] == 0) ? 1 : 0;
    assign addSum = (Ovfl == 0) ? iSum: ((aPosOverflow == 1 ) ? 16'b0111111111111111: 16'b1000000000000000);
    assign subSum = (Ovfl == 0) ? iSum: ( (sPosOverflow == 1) ? 16'b1000000000000000: 16'b0111111111111111 );
    assign Sum = (sub == 0) ? addSum: subSum;
endmodule
module branchUnit(instruction, curr_pc, B_PC);
  input [15:0] instruction, curr_pc;
  output [15:0] B_PC;
  wire [15:0] pc_plus_2, br_out, imm;
  wire [9:0] temp;
  assign temp = instruction[8:0] << 1; 
  assign imm = {{7{temp[8]}}, temp};
  addsub_16bit branchAdder_1(.A(curr_pc), .B(16'd2), .sub(1'b0), .Sum(pc_plus_2));
  addsub_16bit branchAdder_2(.A(pc_plus_2), .B(imm), .sub(1'b0), .Sum(B_PC));
endmodule
</file>
==> results.json <==
{
  "worst_slew_margin_rel_pct": 68.82,
  "drc": 0,
  "antenna_left": 0,
  "clkbuf_count": 0,
  "pin_count": 48,
  "cp_max_fo": 4,
  "fp.dieH_microns": 98,
  "leakage_nw": 0.7011,
  "fin_crit_sh_pct": 113.3,
  "startpoint_type": "input port",
  "power_density_mw_per_mm2": 55.30,
  "ys_types": 14,
  "violations": "negative setup slack",
  "ys_warn_count": 0,
  "worst-setup-path-type": "in2out",
  "detail_route.vias_per_cell": 3.423,
  "tns_ns": -20.71,
  "vdd_drop_max_mv": 0.02330,
  "seqCellArea_sq_um": 0,
  "postCtsHoldBufs": 0,
  "grt-ovfl-total": 0,
  "worstSetupEndpointType": "output port",
  "hold_start": "curr_pc[0]",
  "area_delta_synth_final_pct": 110.0,
  "dp_hpwl_mm": 2.118,
  "port_buffers": 41,
  "drtPass1Iterations": 2,
  "avgSynthCellArea_sq_um": 9.527,
  "grtUsageTotal_pct": 4.853,
  "hold_viol": 0,
  "routed_wl_mm": 2.361,
  "max_stage_delay_ns": 0.39,
  "grt_pass1_vias": 805,
  "p_total_mw": 0.09182,
  "ys_cells": 83,
  "status": "finished, violations left",
  "setup_viol": 16,
  "final_cell_mix": "clkdlybuf4s50_1 (20), fa_2 (15), ha_4 (14), buf_2 (13), o21ai_2 (12)",
  "warning_count": 44,
  "nFlopsAndLatches": 0,
  "rsz0062_at_grt": "yes",
  "fmax_mhz": 85.71,
  "hp-class": "in2out",
  "final.min_clock_period_ns": 11.67,
  "final_core_util_pct": 28.04,
  "lay_top_count": "clkdlybuf4s50_1",
  "worst_ep_arrival_time_ns": 9.61,
  "critical_path.startpoint": "curr_pc[2]",
  "grt_pass1_wl_mm": 3.891,
  "routedWlPerCell_microns": 11.08,
  "maxSlewViolCount": 0,
  "ys_seq_share_pct": 0,
  "maxCapViolCount": 0,
  "worstPathRequired_ns": 8.24,
  "fp_util_pct": 13.36,
  "dr.first_iter.drc_count": 8,
  "grt_max_degree": 14,
  "drive_above_1_share_pct": 62.32,
  "die_area_sq_mm": 0.009604,
  "yosys_area_sq_um": 790.8,
  "dieWidth_microns": 98,
  "whs_ns": 4.807,
  "synthCells": 83,
  "coreArea_sq_mm": 0.005921,
  "num_vias": 729,
  "fin_ws_ns": -1.367,
  "gp_congestion": 0.7529,
  "cp_slowest_cell": "fa_2",
  "antenna_found_initial": 0,
  "num_rows": 28,
  "syn-cell-area_sq_um": 790.8,
  "antenna_cells": 0,
  "tightest_slew_ns": 0.4672
}
==> stage by stage <==
stage	cells	instance area, sq um	worst slack (ns)
2_1_floorplan	83	1049	-0.9378
3_3_place_gp	203	1582	-2.123
3_5_place_dp	203	1582	-2.125
4_1_cts	212	1648	-1.839
5_1_grt	213	1660	-1.646
6_report	213	1660	-1.367
==> synth_stat cells, drive strengths merged <==
library cell / number / share of area [%]
buf: 2 / 2.1
clkbuf: 1 / 0.95
fa: 15 / 38
ha: 15 / 24
inv: 16 / 7.6
nand2b: 1 / 0.79
nand3b: 1 / 1.4
nor2: 11 / 5.2
nor2b: 2 / 1.6
o21ai: 15 / 14
or2: 3 / 2.4
xor2: 1 / 2.1
==> kinds of logic after synthesis <==
group	Yosys count	synth area share [%]
AND-OR/OR-AND	15	14.24
adder cells (fa/ha/maj)	30	61.71
XOR/XNOR	1	2.058
AND/OR/NAND/NOR	18	11.39
buffers and inverters	19	10.60
==> layer usage <==
metal | part of all wire [%] | vias to the layer above | routed length, microns | GRT usage, %
li1 | - | 373 | - | -
met1 | 43 | 333 | 1010 | 6.439
met2 | 47 | 23 | 1119 | 8.020
met3 | 9.8 | 0 | 231 | 1.565
met4 | 0 | 0 | 0 | 0
met5 | 0 | - | 0 | 0
==> report_power, final <==
group          leakage (nW)  total [mW]  internal (mW)  switching (mW)
logic                 0.701      0.0918         0.0544          0.0374
registers                 0           0              0               0
clock network             0           0              0               0
==> worst max-delay path: cells and delay by family <==
| kind | cells | cell delay (ns) |
|---|---|---|
| adders and majority gates | 28 | 6.17 |
| buffers and inverters | 9 | 0.68 |
| and+or+nand+nor | 3 | 0.41 |
| xor gates and xnor gates | 1 | 0.22 |
| AOI/OAI and AO/OA | 1 | 0.05 |
==> layout make-up <==
| cell class | count | area (sq um) |
|---|---|---|
| well taps | 75 | 93.84 |
| repair buffers | 58 | 544.3 |
| fillers | 631 | 4260 |
| multi-input cells | 64 | 962.2 |
| inverters | 16 | 60.06 |
==> worst paths after layout <==
path,end,cells past startpoint
min,B_PC[0],4
max,B_PC[5],42
==> timing repair <==
item                                    CTS  global route
endpoints found under the setup margin   16            16
cloned                                    1             0
setup buffers                             8             1
pin swaps                                24            19
resized                                  73             4
No activity file was given, so power comes from the tool's default toggle rates.
