[./run.sh]
#!/bin/bash
# OpenROAD 26Q1-2900-gdf79404cd8, Yosys 0.63+post, stock flow scripts
make -C /OpenROAD-flow-scripts/flow DESIGN_CONFIG=/design/flow/config.mk WORK_HOME=/design/flow/orfs finish
[./config.mk]
export PLATFORM = sky130hd
export DESIGN_NAME = Mux_16to1_16bit
export DESIGN_NICKNAME = Mux_16to1_16bit
export VERILOG_FILES = /design/flow/design.v
export SDC_FILE = /design/flow/constraint.sdc
export NUM_CORES = 4
export LEC_CHECK = 1
export CORE_AREA = 10 10 114 114
export DIE_AREA = 0 0 124 124
[./constraint.sdc]
current_design Mux_16to1_16bit

set clk_period 6.5
set clk_io_pct 0.2

create_clock -name clk0 -period $clk_period

set non_clock_inputs [all_inputs -no_clocks]
set_input_delay [expr $clk_period * $clk_io_pct] -clock clk0 $non_clock_inputs
set_output_delay [expr $clk_period * $clk_io_pct] -clock clk0 [all_outputs]
[./design.v]
module Mux_16to1_16bit (In, Select, Out);
   input wire [255:0] In;
   input wire [3:0] Select;
   output reg [15:0] Out;
   reg error;
   always @(In, Select) begin
      case (Select)
         4'b0000: begin
            Out = In[15:0];
            error = 0;
         end
         4'b0001: begin
            Out = In[31:16];
            error = 0;
         end
         4'b0010: begin
            Out = In[47:32];
            error = 0;
         end
         4'b0011: begin
            Out = In[63:48];
            error = 0;
         end
         4'b0100: begin
            Out = In[79:64];
            error = 0;
         end
         4'b0101: begin
            Out = In[95:80];
            error = 0;
         end
         4'b0110: begin
            Out = In[111:96];
            error = 0;
         end
         4'b0111: begin
            Out = In[127:112];
            error = 0;
         end
         4'b1000: begin
            Out = In[143:128];
            error = 0;
         end
         4'b1001: begin
            Out = In[159:144];
            error = 0;
         end
         4'b1010: begin
            Out = In[175:160];
            error = 0;
         end
         4'b1011: begin
            Out = In[191:176];
            error = 0;
         end
         4'b1100: begin
            Out = In[207:192];
            error = 0;
         end
         4'b1101: begin
            Out = In[223:208];
            error = 0;
         end
         4'b1110: begin
            Out = In[239:224];
            error = 0;
         end
         4'b1111: begin
            Out = In[255:240];
            error = 0;
         end
         default: error = 1;  
      endcase
   end
endmodule
==> results.cfg <==
; yosys + openroad results
[critical_path]
worst_ep_arrival_time_ps = 3870
cp-end-kind = output pin
worst_path_dominant_cell_family = buffers and inverters
worstPathMaxFanout = 30
crit_path_cell_trace = buf_2, buf_4, or2_1, nand2b_4, nor2_1, a31oi_1, clkdlybuf4s50_1
start_kind = input pin
slowest_stage = clkdlybuf4s50_1
crit_type = in2out
max_stage_delay_ps = 540
cp_data_required_time_ps = 5200
crit_buf_inv = 3

[drt]
drt-pass1-iter-count = 5
drcViolationCount = 0
via_per_inst = 5.36
dr.first_iter.drc_count = 251
routedWlPerCell_um = 24.4
totalWireLength_mm = 17.2
ant_nets = 0
antenna_cells = 0
dr_total_vias = 3782

[layout]
flop_area_um2 = 0
final_area_um2 = 4930
layout-drive-gt1-share = 0.0527
num-clock-buffers = 0
syn2layout_area_growth_pct = 126
ff_count = 0

[timing]
layout_setup_ws_ps = 1330
period_used_share = 0.795
drv_slew = 0
maxSlewHeadroom = 0.449
rsz0062_at_grt = no
fmax_mhz = 194
holdWs_ps = 3510
setup_viol = 0
worst_pin_slew_ps = 825
post-route-min-period_ps = 5170
final_hold_viol_count = 0
tns_ps = 0

[grt]
grt_antenna_before_repair = 0
grt_use_total = 0.205
grt_pass1_wl_mm = 24.1
grt_pass1_vias = 3794
gr-total-overflow = 0
grt_max_degree = 54

[logic_synthesis]
avgSynthCellArea_um2 = 6.70
synth.top_cell.area_share = 0.186
yosysCellCount = 326
ys_seq_share = 0
postSynthCellCount = 326
synth_area_um2 = 2180
most_common_cell = a22oi_1
largest_area_cell = a22oi_1
topCellsByArea = a22oi_1 19%, mux2_2 6.7%, a22o_1 6.4%, a221oi_1 5.6%, nand2_1 5.5%
yosys_area_um2 = 2180
synthTopCellsByCount = 54 x a22oi_1, 32 x nand2_1, 32 x nor2_1, 19 x buf_2
yosysWarnings = 1
ys_types = 41

[run]
log.warning_count = 32
drv_cap = 0

[pwr]
vdd_drop_max_mv = 0.0284
total_power_w = 0.000327
power_density_nw_per_um2 = 66.4
power_leakage_nw = 1.76

[clock_tree]
postCtsSetupRepairBufs = 0
hold_buffers = 0
ctsResizeCount = 0

[placement]
io_buffers = 276
gp_congestion = 0.981
placed_area_um2 = 4930
dp_hpwl_mm = 14.7
dp_slack_ps = 1360

[hold_path]
hold_path.class = in2out

[floorplanning]
die-width_um = 124
initCoreUtil = 0.210
rows = 37
chip_area_um2 = 15400
dieHeight_um = 124
ios = 276
core-area_um2 = 10400

[run_status]
status = completed
## layout by cell type, fill, tap and decap left out, types with 2 or more instances in the layout
cell / count
nor2_1: 32
clkdlybuf4s50_1: 272
inv_1: 3
a221oi_1: 14
nor2b_1: 5
o21ai_0: 3
a211o_1: 12
o221ai_1: 3
and2_1: 3
a211oi_1: 4
nand4_1: 2
buf_2: 4
mux2_2: 13
buf_4: 8
and3_1: 6
a31oi_1: 17
mux2i_1: 4
a22oi_1: 54
a22o_1: 16
a21oi_1: 17
o22ai_1: 13
o32a_1: 3
a32oi_1: 3
nand2_1: 32
o2bb2ai_1: 12
## cell type report
cell class	instances	area [um2]
fillers	1048	5490
inverters	3	11.3
multi-input cells	282	1950
well taps	136	170
repair buffers	284	2800
## power by group
group	internal [W]	switching [W]	leakage (nW)
registers	0	0	0
logic	0.000215	0.000112	1.76
clock network	0	0	0
total	0.000215	0.000112	1.76
## metrics by stage
step,instances,utilization
after floorplan,326,-
after global placement,705,0.473
after detailed placement,705,0.473
after CTS,705,0.473
after global routing,705,0.473
final,705,0.473
## final timing paths
| path | cells after the start | slack [ps] | startpoint | end |
|---|---|---|---|---|
| hold / removal | 4 | 3510 | Select[0] | Out[15] |
| setup / recovery | 7 | 1330 | Select[0] | Out[11] |
## cells by family (layout without fill, tap and decap cells)
kind of cell,count (synthesis),in the layout,synth area share
AOI/OAI and AO/OA,175,175,0.603
and+or+nand+nor,89,89,0.193
buffers and inverters,44,287,0.109
muxes,18,18,0.0956
## metal layers
layer | share of wire | routed length [um] | global-route usage | up-vias
met2 | 0.51 | 8750 | 0.364 | 207
met5 | 0 | 0 | 0 | -
met4 | 0.0047 | 80 | 0.00791 | 0
met1 | 0.38 | 6540 | 0.256 | 1751
met3 | 0.11 | 1800 | 0.0556 | 6
li1 | - | - | - | 1818
Power figures rest on the tool's default switching activity, not on a simulated workload.
