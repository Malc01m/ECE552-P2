==> ./design.v <==
module EX_EX_fwd_unit(ExSrcReg, MemDstReg, MemRegWrite, MemComputeData, FwdReg);
    input [3:0] ExSrcReg, MemDstReg;
    input MemRegWrite;
    input [15:0] MemComputeData;
    output [15:0] FwdReg;
    assign FwdReg = (ExSrcReg == MemDstReg & MemRegWrite == 1 & MemDstReg !== 4'b0000) ? MemComputeData : 16'b0;
endmodule
module MEM_EX_fwd_unit(ExSrcReg, WBDstReg, WBRegWrite, WBComputeData, FwdReg);
    input [3:0] ExSrcReg, WBDstReg;
    input WBRegWrite;
    input [15:0] WBComputeData;
    output [15:0] FwdReg;
    assign FwdReg = (ExSrcReg == WBDstReg & WBRegWrite == 1 & WBDstReg !== 4'b0000) ? WBComputeData : 16'b0;
endmodule
module MEM_MEM_fwd_unit(MemSrcReg1, WBDstReg, WBRegWrite, WBOpCode, Forward);
    input [3:0] MemSrcReg1, WBDstReg, WBOpCode;
    input WBRegWrite;
    output Forward;
    assign Forward = (MemSrcReg1 == WBDstReg & WBRegWrite == 1 & WBDstReg !== 4'b0000 & WBOpCode == 4'b1000) ? 1 : 0;
endmodule
module forwardingUnit(ExSrcReg1, ExSrcReg2, MemDstReg, MemRegWrite, WBRegWrite, WBDstReg, WBComputeData, MemComputeData, MemSrcReg1, WBOpCode, 
                      FwdReg1, FwdReg2, MEM_MEM);
    input [3:0] ExSrcReg1, ExSrcReg2, MemDstReg, WBDstReg, MemSrcReg1, WBOpCode;
    input MemRegWrite, WBRegWrite;
    input [15:0] WBComputeData, MemComputeData;
    output [15:0] FwdReg1, FwdReg2;
    output MEM_MEM;
    EX_EX_fwd_unit EXEXfw1(ExSrcReg1, MemDstReg, MemRegWrite, MemComputeData, FwdReg1);
    EX_EX_fwd_unit EXEXfw2(ExSrcReg2, MemDstReg, MemRegWrite, MemComputeData, FwdReg2);
    MEM_EX_fwd_unit MEMEXfw1(ExSrcReg1, WBDstReg, WBRegWrite, WBComputeData, FwdReg1);
    MEM_EX_fwd_unit MEMEXfw2(ExSrcReg2, WBDstReg, WBRegWrite, WBComputeData, FwdReg2);
    MEM_MEM_fwd_unit MEMMEMfw(MemSrcReg1, WBDstReg, WBRegWrite, WBOpCode, MEM_MEM);
endmodule
==> ./run.sh <==
#!/bin/bash
# OpenROAD 26Q1-2900-gdf79404cd8, Yosys 0.63+post, stock flow scripts
make -C /OpenROAD-flow-scripts/flow DESIGN_CONFIG=/design/flow/config.mk WORK_HOME=/design/flow/orfs finish
==> ./config.mk <==
export PLATFORM = sky130hd
export DESIGN_NAME = forwardingUnit
export DESIGN_NICKNAME = forwardingUnit
export VERILOG_FILES = /design/flow/design.v
export SDC_FILE = /design/flow/constraint.sdc
export NUM_CORES = 4
export LEC_CHECK = 1
export CORE_AREA = 10 10 70 70
export DIE_AREA = 0 0 80 80
==> ./constraint.sdc <==
current_design forwardingUnit

set clk_period 2.1
set clk_io_pct 0.2

create_clock -name clk0 -period $clk_period

set non_clock_inputs [all_inputs -no_clocks]
set_input_delay [expr $clk_period * $clk_io_pct] -clock clk0 $non_clock_inputs
set_output_delay [expr $clk_period * $clk_io_pct] -clock clk0 [all_outputs]
==> metrics.yaml <==
drt:
  via_per_inst: 3.87
  num_antenna_cells: 0
  drc_errors: 0
  ant_nets: 0
  via_count: 882
  totalWireLength_mm: 3.23
  dr.first_iter.drc_count: 32
  detail_route.wl_per_cell_um: 14.2
  first_pass_iters: 2
worst_setup_path:
  critPathKind: "input pin to primary output"
  critPathLaunchType: "input pin"
  arrival_ns: 1.64
  worstPathRequired_ns: 1.68
  endpoint_kind: "primary output"
  cp_slowest_stage_delay_ns: 0.45
  path_buffers: 3
  critPathSlowestCell: "clkdlybuf4s50_1"
  path_delay_family: "buffers and inverters"
  crit_fanout: 4
  worstPathCellList: "clkdlybuf4s50_1 -> o41a_1 -> buf_6 -> nand2_1 -> nor2_2 -> dlygate4sd2_1"
floorplan:
  die_area_um2: 6400
  core-area_um2: 3420
  die_h_um: 80
  fp-utilization_pct: 13.1
  io_pins: 91
  die_width_um: 80
  rows: 21
power:
  finalPower_w: 0.000225
  ir_drop_v: 0.0000532
  p_per_area_nw_per_um2: 164
  p_leak_nw: 0.651
outcome:
  status: "finished, final reports clean"
final_timing:
  rsz0062_at_grt: "yes"
  hold_violations: 0
  min_period_ns: 2.06
  min_period_over_period_pct: 97.9
  finalSetupViolations: 0
  fmax_ghz: 0.487
  max-slew-margin-rel_pct: 86.5
  slew_viol_final: 0
  worst_slew_pin_slew_ns: 0.200
min_path:
  hold_class: "input pin to primary output"
synth:
  synthCells: 81
  top_cells_by_area: "xnor2_1, nor2_1, nand2_1"
  synth_area_um2: 447
  synth_area_leader_cell: "xnor2_1"
  yosys_area_um2: 447
  synth_cell_type_count: 12
  ys_seq_share_pct: 0
  ys_top_cells_by_count: "nor2_1, xnor2_1, nand2_1"
  yosysCellCount: 81
  yosysTopAreaCellShare_pct: 37.3
  most_common_cell: "nor2_1"
  ys_warn_count: 32
  avgSynthCellArea_um2: 5.51
cells_and_area:
  ff_latch_area_um2: 0
  area_growth_pct: 206
  n_clock_buffer: 0
  drive_gt1_share_pct: 46.7
  seq_cells: 0
  n_fill_cell: 374
  fin_area_um2: 1370
clock_network:
  holdBufCountCts: 0
global_route:
  grt_pass1_wl_mm: 4.95
  grt_pass1_vias: 942
  grt_overflow: 0
  grt_use_total_pct: 9.58
  grt_max_degree: 9
  antenna_found_initial: 0
placement:
  portBuffers: 75
  placed_area_um2: 1350
  dp.final_hpwl_mm: 2.56
  gp_congestion: 0.748
run:
  maxCapViolCount: 0
  warnings: 49
==> through the flow <==
stage / util (%) / std cells / worst slack, ns / hold slack [ns] / TNS, ns
finish: 40.0 / 228 / 0.0447 / 1.26 / 0
global placement: 39.6 / 215 / -0.417 / 1.75 / -13.03
detailed placement: 39.6 / 215 / -0.458 / 1.75 / -13.83
floorplan: - / 81 / 0.520 / 0.903 / 0
global route: 40.0 / 228 / -0.00974 / 1.30 / -0.0200
CTS: 39.8 / 228 / 0.00407 / 1.27 / 0
==> per-layer routing <==
metal,vias to the layer above,GRT usage (%),wire (µm)
met5,-,0,0
met4,0,0.704,21
met3,2,2.05,189
met2,22,17.8,1770
met1,391,11.3,1240
li1,467,-,-
==> worst paths after layout <==
path	endpoint	startpoint	cells past startpoint	slack (ns)
worst min-delay path	MEM_MEM	WBOpCode[1]	4	1.26
worst max-delay path	FwdReg2[2]	MemRegWrite	6	0.04
==> cell usage in the layout (no fill, tap or decap), types with 4 or more instances in the layout <==
cell type and count:
clkdlybuf4s50_1 22, clkbuf_2 5, buf_2 27, xnor2_1 19, nand4_1 4, buf_4 20, nand2_1 6, dlygate4sd2_1 16
buf_6 9, nand2_2 10, clkdlybuf4s15_1 4, nor2_1 21, nor2_2 11
==> where the power goes <==
part / leakage (nW) / internal [W] / switching, W
Combinational: 0.651 / 0.000141 / 0.0000837
Sequential: 0 / 0 / 0
Clock: 0 / 0 / 0
==> final cells by class <==
class / count / area [µm²] / share of cell area [%]
Timing Repair Buffer: 104 / 823 / 60.2
Multi-Input combinational cell: 78 / 487 / 35.6
Tap cell: 46 / 57.6 / 4.21
==> logic make-up (layout without fill, tap and decap cells) <==
family	Yosys count	in the layout	share of synthesized area (%)
simple gates	57	57	53.5
xor+xnor	20	20	39.2
buf+inv	3	104	4.76
compound gates	1	1	2.52
==> timing repair <==
| item | CTS | global route |
|---|---|---|
| pin swaps | 27 | 13 |
| buffers inserted | 10 | 0 |
| cloned | 3 | 0 |
| setup endpoints to repair | 33 | 16 |
| gates resized | 145 | 18 |
Power and IR drop assume default switching activity.
